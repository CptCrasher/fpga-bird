## flow/config.mk

```make
export PLATFORM = sky130hd
export DESIGN_NAME = vga_controller
export DESIGN_NICKNAME = vga_controller
export VERILOG_FILES = /design/flow/design.v
export SDC_FILE = /design/flow/constraint.sdc
export NUM_CORES = 4
export LEC_CHECK = 1
export CORE_AREA = 10 10 109 109
export DIE_AREA = 0 0 119 119
```

## flow/constraint.sdc

```tcl
current_design vga_controller

set clk_period 2.7
set clk_io_pct 0.2

create_clock -name clk0 -period $clk_period [get_ports {pixel_clk}]

set non_clock_inputs [all_inputs -no_clocks]
set_input_delay [expr $clk_period * $clk_io_pct] -clock clk0 $non_clock_inputs
set_output_delay [expr $clk_period * $clk_io_pct] -clock clk0 [all_outputs]
```

## flow/design.v

```verilog
module vga_controller #(
   parameter h_pixels   = 640,    
   parameter h_fp       = 16,     
   parameter h_pulse    = 96,     
   parameter h_bp       = 48,     
   parameter h_pol      = 1'b0,   
   parameter v_pixels   = 480,    
   parameter v_fp       = 10,     
   parameter v_pulse    = 2,      
   parameter v_bp       = 33,     
   parameter v_pol      = 1'b0    
)( input pixel_clk,            
   input reset_n,              
   output reg h_sync,          
   output reg v_sync,          
   output reg disp_ena,        
   output reg [31:0] column,   
   output reg [31:0] row       
   );
   localparam h_period = h_pulse + h_bp + h_pixels + h_fp;
   localparam v_period = v_pulse + v_bp + v_pixels + v_fp;
   reg [$clog2(h_period)-1:0] h_count;
   reg [$clog2(v_period)-1:0] v_count;
   always @(posedge pixel_clk) begin
      if (reset_n == 1'b1) begin
         h_count  <= 0;
         v_count  <= 0;
         h_sync   <= ~ h_pol;
         v_sync   <= ~ v_pol;
         disp_ena <= 1'b0;
         column   <= 0;
         row      <= 0;
      end else begin
         if (h_count < h_period - 1) begin
            h_count <= h_count + 1;
         end else begin
            h_count <= 0;
            if (v_count < v_period - 1) begin
               v_count <= v_count + 1;
            end else begin
               v_count <= 0;
            end
         end
         if ( (h_count < h_pixels + h_fp) || (h_count > h_pixels + h_fp + h_pulse) ) begin
            h_sync <= ~ h_pol;
         end else begin
            h_sync <= h_pol;
         end
         if ( (v_count < v_pixels + v_fp) || (v_count > v_pixels + v_fp + v_pulse) ) begin
            v_sync <= ~ v_pol;
         end else begin
            v_sync <= v_pol;
         end
         if (h_count < h_pixels) begin
            column <= h_count;
         end
         if (v_count < v_pixels) begin
            row <= v_count;
         end
         if (h_count < h_pixels && v_count < v_pixels) begin
            disp_ena <= 1'b1;
         end else begin
            disp_ena <= 1'b0;
         end
      end
   end
endmodule
```

## flow/run.sh

```bash
#!/bin/bash
# OpenROAD 26Q1-2900-gdf79404cd8, Yosys 0.63+post, stock flow scripts
make -C /OpenROAD-flow-scripts/flow DESIGN_CONFIG=/design/flow/config.mk WORK_HOME=/design/flow/orfs finish
```

==> deck_impl_summary.md <==
Run Summary

CTS
  – Post-cts sizing count: 0
  – Post CTS Setup Buffer Count: 0
  – Post-CTS Hold Fix Bufs: 0
  – CTS root buf: clkbuf_8
  – Clock Pin Slew Worst Setup and Hold Paths: 80 ps
  – Num CTS Buffers: 5
  – CTS Buffer Depth: 2
  – H-Tree Depth: 2
  – Clk ins delay skew pair: 290 ps
  – CTS tree: done
  – Clk sinks: 43

STA
  – RSZ-0062 raised after global routing: no
  – Slew HR: 0.569
  – Max Freq: 590 MHz
  – Final Setup Violations: 0
  – Final hold viol count: 0
  – Worst slew pin tran: 646 ps
  – Minimum clock period: 1700 ps
  – Total negative setup slack: 0 ps
  – Max Slew Vio Count: 0
  – Period utilization: 0.628
  – Clock Skew: 7.65 ps

Critical path
  – Crit path DAT: 1160 ps
  – Worst EP required: 2160 ps
  – CP Buf/Inv Count: 1
  – Crit path launch type: register
  – CP Capture Type: output pin
  – Cell at the slowest stage of the critical path: clkdlybuf4s50_1
  – Crit Path Max Fanout: 2
  – Setup CP Type: reg2out
  – Critical path depth: 1
  – R2R depth: 4
  – Largest stage delay, worst path: 510 ps
  – Top delay family on crit path: buffers and inverters
  – Crit-path cells: clkdlybuf4s50_1

Cells and area
  – # fillers: 1,062
  – Logic area: 1080 um2
  – Post-Route Utilization: 0.257
  – Register area: 861 um2
  – Area grow syn2layout: 12.8%
  – Share of cells above drive strength 1: 0.0657

Routing
  – # DRC: 0
  – Final wirelength: 4620 um
  – Routed WL per cell: 11.4 um
  – Via count: 1,619
  – Antenna viol nets, final: 0
  – N_diodes: 0
  – 1st-pass router iterations: 4
  – Number of DRC markers in iteration 0: 84
  – Via/cell ratio: 3.98

Power and ir drop
  – Peak supply drop: 0.000190 V
  – Leak Pwr: 0.962 nW
  – Total Power Consumption: 0.00108 W
  – Power per cell area: 438 nW/um2

Yosys
  – Yosys cell count: 256
  – EDFF count, synth: 0
  – Mapped Area: 2200 um2
  – Synth Register Bits: 43
  – Synth top cell by count: buf_4
  – Dominant register cell: dfxtp_1
  – Asr flop ratio synth: 0
  – Warning count from the yosys run: 1
  – Area share, top type: 0.392
  – Adder share: 0.0228
  – Synth top cells by count: buf_4, dfxtp_1, nor2_1
  – Synth logic family: buffers and inverters
  – MUX area fraction: 0.0319
  – Yosys xor share: 0.0319
  – Syn_area_per_cell: 8.58 um2
  – Netlist cell types: 39
  – Syn Inst Count: 256
  – Simple-Gate Area Share: 0.183
  – Synth top area cells: dfxtp_1, buf_4, nor2_1
  – Area fraction in compound gates: 0.146
  – Post-synthesis sequential area ratio: 0.392
  – Yosys chip area: 2200 um2
  – Synth area leader: dfxtp_1

Job
  – Max-cap violations: 0
  – Tool warnings: 27

Global route
  – Initial antenna violation count: 0
  – Vias in the first global route: 1,627
  – Largest net degree at the start of global routing: 30
  – Global Route Usage Sum: 0.0624
  – GRT overflow: 0
  – Global-route wire length before repair: 7720 um

Run status
  – Status: finished clean

Min path
  – Worst hold path type: reg2reg
  – Worst hold path depth: 2

Floorplan
  – Pre-Place Util: 0.228
  – Io pins: 69
  – Num rows: 36
  – Die W: 119 um
  – Core area: 9640 um2
  – Die area: 14,200 um2
  – Die Y: 119 um

Placement
  – Gpl congestion: 0.834
  – Port Buffers: 24
  – Hpwl dp: 3370 um
-- power breakdown --
group	internal (W)	switching (W)	leakage, nW	total, W
Clock	0.000181	0.000218	0.0412	0.000399
Sequential	0.000640	0.00000717	0.348	0.000648
Combinational	0.0000148	0.0000231	0.573	0.0000379
Total	0.000836	0.000248	0.962	0.00108
-- kinds of logic after synthesis --
group,count (synthesis)
and+or+nand+nor,83
buffers and inverters,67
AOI/OAI and AO/OA,43
DFF,43
xor gates and xnor gates,8
muxes,7
adders and majority gates,4
other,1
-- metal layers --
metal	vias up	GRT usage	part of all wire
li1	820	-	-
met1	734	0.0875	0.47
met2	58	0.0909	0.42
met3	7	0.0245	0.088
met4	0	0.00992	0.021
met5	-	0	0
-- state kept, by name, indices dropped and copies added (netlist names) --
signal	cells
column	10
h_count	10
h_sync	1
v_sync	1
v_count	10
row	10
disp_ena	1
-- path summary, 6_finish.rpt --
kind                            from                      end  slack (ps)
max reg2reg  v_count[4]$_SDFFE_PP0P_  v_count[3]$_SDFFE_PP0P_        1030
max           column[3]$_SDFFE_PP0N_                column[3]        1000
min              row[3]$_SDFFE_PP0N_      row[3]$_SDFFE_PP0N_         480
min reg2reg      row[3]$_SDFFE_PP0N_      row[3]$_SDFFE_PP0N_         480
-- stage by stage --
| stage | std cells | instance area [um2] | hold WS [ps] | setup slack, ps |
|---|---|---|---|---|
| after floorplan | 299 | 2360 | 437 | 1150 |
| after global placement | 399 | 2390 | 464 | 915 |
| after detailed placement | 399 | 2390 | 469 | 904 |
| after CTS | 407 | 2480 | 480 | 994 |
| after global routing | 407 | 2480 | 510 | 893 |
| final | 407 | 2480 | 477 | 1000 |
-- worst min-delay path, cell delays in order (launching register included) --
cell and delay [ps]:
dfxtp_1 310, o21ai_0 60, a21oi_1 60
-- area by class of cell --
cell class	count	area share
Tap cell	133	0.0672
Inverter	8	0.0121
Multi-Input combinational cell	189	0.436
Sequential cell	43	0.348
Timing Repair Buffer	26	0.103
Clock inverter	2	0.00505
Clock buffer	6	0.0293
-- cells in the final DEF (no fill, tap or decap), types with 2 or more instances in the layout --
master,Yosys,routed
inv_1,8,8
nor3_1,7,7
nor2b_1,4,4
and3_1,4,4
nor2_1,27,27
o221a_2,4,4
clkbuf_8,0,5
mux2i_1,7,7
o21ai_0,11,11
nor4_1,2,2
xnor2_1,3,3
o211a_1,2,2
nand3_1,7,7
ha_1,4,4
a31oi_1,2,2
nand2_1,19,19
xor2_1,5,5
nand4_1,5,5
a21oi_1,12,12
buf_4,44,2
clkdlybuf4s50_1,0,24
nor3b_1,2,2
dfxtp_1,43,43
a32o_1,4,4
conb_1,1,44
Power figures rest on the tool's default switching activity, not on a simulated workload.
